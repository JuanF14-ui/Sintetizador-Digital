==> design.v <==
module keyboard_pwm #(
    parameter integer CLK_HZ       = 25_000_000,
    parameter integer DEBOUNCE_MS  = 10,
    parameter integer DIV_DO       = 23860,   
    parameter integer DIV_RE       = 21302,   
    parameter integer DIV_MI       = 18977,   
    parameter integer DIV_FA       = 17906    
)(
    input  wire        clk,
    input  wire [3:0]  btn_raw,         
    output wire        pwm_out,         
    output reg  [31:0] note_counter,    
    output wire [3:0]  btn_stable,      
    output reg  [31:0] note_div_out     
);
    reg [3:0] sync1, sync2;
    always @(posedge clk) begin
        sync1 <= btn_raw;
        sync2 <= sync1;
    end
    localparam integer CNT_MAX = (CLK_HZ/1000)*DEBOUNCE_MS;
    localparam integer CNT_W   = $clog2(CNT_MAX+1);
    reg [CNT_W-1:0] cnt [3:0];
    reg [3:0] stable = 4'b0000;
    integer i;
    always @(posedge clk) begin
        for (i=0; i<4; i=i+1) begin
            if (sync2[i] == stable[i]) begin
                cnt[i] <= 0;
            end else begin
                if (cnt[i] == CNT_MAX) begin
                    stable[i] <= sync2[i];
                    cnt[i]    <= 0;
                end else begin
                    cnt[i] <= cnt[i] + 1;
                end
            end
        end
    end
    assign btn_stable = stable;
    reg [31:0] note_div;
    always @(*) begin
        if      (btn_stable[0]) note_div = DIV_DO;
        else if (btn_stable[1]) note_div = DIV_RE;
        else if (btn_stable[2]) note_div = DIV_MI;
        else if (btn_stable[3]) note_div = DIV_FA;
        else                    note_div = 32'd0;
    end
    reg [3:0] btn_prev;
    always @(posedge clk) begin
        btn_prev <= btn_stable;
        if ( (btn_stable & ~btn_prev) != 4'b0000 )
            note_counter <= note_counter + 1;
    end
    always @(posedge clk) begin
        note_div_out <= note_div;
    end
    led_pwm pwm_gen (
        .clk (clk),
        .freq(note_div),
        .pwm (pwm_out)
    );
endmodule
module led_pwm (
    input  wire        clk,
    input  wire [31:0] freq,    
    output reg         pwm
);
    reg [31:0] counter      = 32'd0;
    reg [31:0] freq_latched = 32'd0;
    wire [32:0] twice = {1'b0, freq_latched} << 1;  
    always @(posedge clk) begin
        if (freq == 0) begin
            pwm          <= 1'b0;
            counter      <= 32'd0;
            freq_latched <= 32'd0;
        end else begin
            if (counter == 0)
                freq_latched <= freq;
            if (counter >= (twice - 1))
                counter <= 32'd0;
            else
                counter <= counter + 1;
            pwm <= (counter < freq_latched) ? 1'b1 : 1'b0;
        end
    end
endmodule
==> run.sh <==
#!/bin/bash
# OpenROAD 26Q1-2900-gdf79404cd8, Yosys 0.63+post, stock flow scripts
make -C /OpenROAD-flow-scripts/flow DESIGN_CONFIG=/design/flow/config.mk WORK_HOME=/design/flow/orfs finish
==> config.mk <==
export PLATFORM = sky130hd
export DESIGN_NAME = keyboard_pwm
export DESIGN_NICKNAME = keyboard_pwm
export VERILOG_FILES = /design/flow/design.v
export SDC_FILE = /design/flow/constraint.sdc
export NUM_CORES = 4
export LEC_CHECK = 1
export CORE_UTILIZATION = 40
==> constraint.sdc <==
current_design keyboard_pwm

set clk_period 7.0
set clk_io_pct 0.2

create_clock -name clk0 -period $clk_period [get_ports {clk}]

set non_clock_inputs [all_inputs -no_clocks]
set_input_delay [expr $clk_period * $clk_io_pct] -clock clk0 $non_clock_inputs
set_output_delay [expr $clk_period * $clk_io_pct] -clock clk0 [all_outputs]
==> flow_metrics.py <==
# Generated from Yosys and OpenROAD reports
metrics = {
    "sta": {
        "hold_viol": 0,
        "setup_viol": 0,
        "period_minus_slack_ns": 4.163,
        "slew_headroom": 0.4155,
        "finalSetupTns_ns": 0,
        "min_period_over_period": 0.5947,
        "fmax_mhz": 240.2,
        "rsz0062_at_grt": "false",
        "drv_slew": 0,
        "fin_skew_ns": 0.007755,
        "worst_slew_pin_slew_ns": 0.8721,
    },
    "global_routing": {
        "antenna_found_initial": 0,
        "grt_pass1_vias": 5540,
        "grt_pass1_wl_um": 26860,
        "grt_max_degree": 33,
        "track_usage": 0.1549,
        "grt_overflow": 0,
    },
    "run": {
        "max_cap_violations": 0,
        "warning_count": 31,
    },
    "floorplan": {
        "initCoreUtil": 0.4136,
        "ioPinCount": 74,
        "core_area_um2": 20490,
        "row_count": 52,
        "die_h_um": 147.6,
        "dieArea_um2": 21780,
        "fp.dieW_um": 147.6,
    },
    "drt": {
        "dr.pass1.iters": 4,
        "viasPerCell": 4.941,
        "met3WireLength_um": 790,
        "n_antenna_cell": 0,
        "first_iter_violations": 280,
        "drcViolationCount": 0,
        "final_antenna_net_count": 0,
        "vias": 6078,
        "maxUsedRoutingLayer": "met4",
        "routedLengthMet1_um": 8171,
        "post_drt_wl_per_cell_um": 12.91,
        "wl_met2_um": 6788,
        "wl_um": 15870,
    },
    "setup_path": {
        "start_kind": "flip-flop",
        "slowest_delay_ns": 0.76,
        "crit_arrival_ns": 4.47,
        "critPathRequiredTime_ns": 7.31,
        "critPathKind": "reg2reg",
        "cp_slowest_cell": "o311ai_4",
        "crit_fanout": 19,
        "path_cells": "nor4_4 -> nand4b_1 -> ha_1 -> nand4_1 -> or3_1 -> o221a_2 -> o311ai_4 -> buf_4 -> nor2_1",
        "cp-end-kind": "flip-flop",
    },
    "layout": {
        "area_growth_pct": 15.60,
        "drive_above_1_share": 0.04688,
        "stdcell_area_um2": 9798,
        "lay_top_count": "nor2_1",
        "final_cell_mix": "158 x nor2_1, 135 x dfxtp_1, 83 x xor2_1, 63 x nand3_1, 57 x ha_1",
        "final_cells": 1230,
    },
    "placed_design": {
        "gp_congestion": 0.8857,
        "dp_hpwl_um": 11070,
        "postPlaceCellArea_um2": 9199,
        "placed_cells": 1198,
        "numPortBuffers": 54,
    },
    "yosys": {
        "top_area_cell": "dfxtp_1",
        "area_leaders": "dfxtp_1 32%, edfxtp_1 13%, xor2_1 8.6%",
        "synth.avg_cell_area_um2": 9.523,
        "ys.flops": 171,
        "ys.flop_type": "dfxtp_1",
        "synthArstFlopShare": 0,
        "ys_types": 53,
        "ys_warn_count": 3,
        "edf_count": 36,
        "synth_seq_share": 0.4464,
        "synthCells": 890,
        "syn_area_um2": 8476,
        "yosysChipArea_um2": 8476,
        "netlist.area_leader.share": 0.3189,
        "ys_cells": 890,
    },
    "cts": {
        "cts-htree-levels": 4,
        "cts_resized": 0,
        "clk_latency_ns": 0.42,
        "cts_sinks": 171,
        "path_clk_slew_ns": 0.06,
        "post_cts_buffers": 0,
        "cts_tree": "yes",
        "cts-root-buf": "clkbuf_16",
        "cts-buffers-inserted": 17,
        "postCtsHoldBufs": 0,
        "clockBufferDepth": 2,
    },
    "pwr": {
        "p_leak_nw": 3.920,
        "power_density_nw_per_um2": 202.7,
        "ir_worst_vdd_mv": 0.1497,
    },
    "hold_path": {
        "hold_path.class": "reg2reg",
    },
    "outcome": {
        "status": "completed",
    },
}
==> worst max-delay path, delay by kind of cell (launching register included) <==
family                   cells  cell delay, ns
AND-OR/OR-AND                2            1.01
adder cells (fa/ha/maj)      1            0.61
buffers and inverters        1            0.33
flip-flops                   1            0.38
AND/OR/NAND/NOR              5            1.71
==> cells in the mapped netlist, types with 2 or more instances <==
| cell type | instances |
|---|---|
| nand4b_1 | 4 |
| ha_1 | 57 |
| nor4b_1 | 4 |
| mux2i_1 | 6 |
| buf_6 | 4 |
| a21o_1 | 6 |
| nor4_1 | 9 |
| nand2_2 | 2 |
| and4b_1 | 3 |
| inv_1 | 31 |
| a311oi_1 | 2 |
| nor3_1 | 9 |
| and3_1 | 33 |
| clkbuf_1 | 6 |
| xnor2_1 | 52 |
| buf_2 | 2 |
| nand3_1 | 63 |
| a211oi_1 | 3 |
| xor2_1 | 83 |
| or4b_2 | 2 |
| and4_1 | 8 |
| edfxtp_1 | 36 |
| a31oi_1 | 2 |
| a21oi_1 | 12 |
| nor2b_1 | 6 |
| nand2_1 | 47 |
| and2_1 | 4 |
| dfxtp_1 | 135 |
| nor2_1 | 158 |
| a2111oi_0 | 3 |
| or3_1 | 3 |
| o21ai_0 | 10 |
| nand2b_1 | 3 |
| nand4_1 | 39 |
| buf_4 | 25 |
==> cell families after synthesis <==
logic type,count (synthesis),synth area share
AND-OR/OR-AND,46,0.03765
adder cells (fa/ha/maj),57,0.08414
buffers and inverters,69,0.04561
other,1,0.0004424
multiplexers,6,0.007086
flip-flops,171,0.4464
AND/OR/NAND/NOR,405,0.2391
XOR/XNOR,135,0.1395
==> final cells by class <==
type | instances | area, um2
flip-flops and latches | 171 | 3784
clock buffers | 22 | 496.7
repair buffers | 58 | 570.5
well taps | 270 | 337.8
fillers | 1914 | 10700
clock inverters | 10 | 102.6
inverters | 31 | 116.4
multi-input cells | 668 | 4390
==> registers in the layout (all words and copies together), names as in the netlist <==
signal,count
sync1,4
pwm_gen.counter,32
note_counter,32
stable,4
btn_prev,4
pwm_gen.pwm,1
cnt,72
sync2,4
pwm_gen.freq_latched,9
note_div_out,9
==> per-layer routing <==
metal  vias to the layer above  track usage
li1                       3164            -
met1                      2798       0.2543
met2                       109       0.2255
met3                         7      0.03276
met4                         0      0.01237
met5                         -            0
==> metrics by stage <==
| stage | worst slack, ns | power, W | utilization | hold slack [ns] |
|---|---|---|---|---|
| floorplan | 3.813 | 0.001065 | - | 0.3096 |
| global placement | 2.916 | 0.001066 | 0.4488 | 0.3110 |
| detailed placement | 2.844 | 0.001066 | 0.4488 | 0.3144 |
| CTS | 2.827 | 0.002012 | 0.4781 | 0.3303 |
| global route | 2.517 | 0.002060 | 0.4781 | 0.3369 |
| finish | 2.837 | 0.001986 | 0.4781 | 0.3272 |
==> final timing paths <==
| check | cells after the start | from | slack, ns | to |
|---|---|---|---|---|
| max reg2reg | 9 | pwm_gen.freq_latched[8]$_SDFFE_PP0N_ | 2.84 | pwm_gen.counter[31]$_SDFF_PP0_ |
| min | 0 | sync1[1]$_DFF_P_ | 0.33 | sync2[1]$_DFF_P_ |
| min reg2reg | 0 | sync1[1]$_DFF_P_ | 0.33 | sync2[1]$_DFF_P_ |
| max | 9 | pwm_gen.freq_latched[8]$_SDFFE_PP0N_ | 2.84 | pwm_gen.counter[31]$_SDFF_PP0_ |
==> where the power goes <==
group / switching (W) / total (W) / leakage, nW / internal [W]
registers: 0.00000945 / 0.00102 / 1.46 / 0.00101
clock network: 0.000394 / 0.000942 / 0.293 / 0.000548
logic: 0.0000137 / 0.0000240 / 2.17 / 0.0000103
total: 0.000418 / 0.00199 / 3.92 / 0.00157
Power is estimated from default activity; no workload was simulated.
