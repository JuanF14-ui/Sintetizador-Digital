==> ./design.v <==
module FemtoRV32(
   input 	 clk,
   output [31:0] mem_addr,   
   output [31:0] mem_wdata,  
   output [3:0]  mem_wmask,  
   input  [31:0] mem_rdata,  
   output 	 mem_rstrb,  
   input 	 mem_rbusy,  
   input 	 mem_wbusy,  
   input 	 reset       
);
   parameter RESET_ADDR       = 32'h00000000;
   parameter ADDR_WIDTH       = 24;
 wire [4:0] rdId = instr[11:7];
 (* onehot *)
 wire [7:0] funct3Is = 8'b00000001 << instr[14:12];
 wire [31:0] Uimm = {    instr[31],   instr[30:12], {12{1'b0}}};
 wire [31:0] Iimm = {{21{instr[31]}}, instr[30:20]};
 wire [31:0] Simm = {{21{instr[31]}}, instr[30:25],instr[11:7]};
 wire [31:0] Bimm = {{20{instr[31]}}, instr[7],instr[30:25],instr[11:8],1'b0};
 wire [31:0] Jimm = {{12{instr[31]}}, instr[19:12],instr[20],instr[30:21],1'b0};
   wire isLoad    =  (instr[6:2] == 5'b00000);  
   wire isALUimm  =  (instr[6:2] == 5'b00100);  
   wire isStore   =  (instr[6:2] == 5'b01000);  
   wire isALUreg  =  (instr[6:2] == 5'b01100);  
   wire isSYSTEM  =  (instr[6:2] == 5'b11100);  
   wire isJAL     =  instr[3];  
   wire isJALR    =  (instr[6:2] == 5'b11001);  
   wire isLUI     =  (instr[6:2] == 5'b01101);  
   wire isAUIPC   =  (instr[6:2] == 5'b00101);  
   wire isBranch  =  (instr[6:2] == 5'b11000);  
   wire isALU = isALUimm | isALUreg;
   reg [31:0] rs1;
   reg [31:0] rs2;
   reg [31:0] registerFile [31:0];
   always @(posedge clk) begin
     if (writeBack)
       if (rdId != 0)
         registerFile[rdId] <= writeBackData;
   end
   wire [31:0] aluIn1 = rs1;
   wire [31:0] aluIn2 = isALUreg | isBranch ? rs2 : Iimm;
   reg  [31:0] aluReg;        
   reg  [4:0]  aluShamt;      
   wire aluBusy = |aluShamt;  
   wire aluWr;                
   wire [31:0] aluPlus = aluIn1 + aluIn2;
   wire [32:0] aluMinus = {1'b1, ~aluIn2} + {1'b0,aluIn1} + 33'b1;
   wire        LT  = (aluIn1[31] ^ aluIn2[31]) ? aluIn1[31] : aluMinus[32];
   wire        LTU = aluMinus[32];
   wire        EQ  = (aluMinus[31:0] == 0);
   wire [31:0] aluOut =
     (funct3Is[0]  ? instr[30] & instr[5] ? aluMinus[31:0] : aluPlus : 32'b0) |
     (funct3Is[2]  ? {31'b0, LT}                                     : 32'b0) |
     (funct3Is[3]  ? {31'b0, LTU}                                    : 32'b0) |
     (funct3Is[4]  ? aluIn1 ^ aluIn2                                 : 32'b0) |
     (funct3Is[6]  ? aluIn1 | aluIn2                                 : 32'b0) |
     (funct3Is[7]  ? aluIn1 & aluIn2                                 : 32'b0) |
     (funct3IsShift ? aluReg                                         : 32'b0) ;
   wire funct3IsShift = funct3Is[1] | funct3Is[5];
   always @(posedge clk) begin
      if(aluWr) begin
         if (funct3IsShift) begin   
	    aluReg <= aluIn1;
	    aluShamt <= aluIn2[4:0];
	 end
      end
      if (|aluShamt) begin
         aluShamt <= aluShamt - 1;
	 aluReg <= funct3Is[1] ? aluReg << 1 :               
		   {instr[30] & aluReg[31], aluReg[31:1]};   
      end
   end
   wire predicate =
        funct3Is[0] &  EQ  |  
        funct3Is[1] & !EQ  |  
        funct3Is[4] &  LT  |  
        funct3Is[5] & !LT  |  
        funct3Is[6] &  LTU |  
        funct3Is[7] & !LTU ;  
   reg  [ADDR_WIDTH-1:0] PC;  
   reg  [31:2] instr;         
   wire [ADDR_WIDTH-1:0] PCplus4 = PC + 4;
   wire [ADDR_WIDTH-1:0] PCplusImm = PC + ( instr[3] ? Jimm[ADDR_WIDTH-1:0] :
					    instr[4] ? Uimm[ADDR_WIDTH-1:0] :
					               Bimm[ADDR_WIDTH-1:0] );
   wire [ADDR_WIDTH-1:0] loadstore_addr = rs1[ADDR_WIDTH-1:0] +
		   (instr[5] ? Simm[ADDR_WIDTH-1:0] : Iimm[ADDR_WIDTH-1:0]);
   assign mem_addr = state[WAIT_INSTR_bit] | state[FETCH_INSTR_bit] ?
		     PC : loadstore_addr ;
   wire [31:0] writeBackData  =
      (isSYSTEM            ? cycles     : 32'b0) |   
      (isLUI               ? Uimm       : 32'b0) |   
      (isALU               ? aluOut     : 32'b0) |   
      (isAUIPC             ? PCplusImm  : 32'b0) |   
      (isJALR   | isJAL    ? PCplus4    : 32'b0) |   
      (isLoad              ? LOAD_data  : 32'b0) ;   
   wire mem_byteAccess     = instr[13:12] == 2'b00;  
   wire mem_halfwordAccess = instr[13:12] == 2'b01;  
   wire LOAD_sign =
	!instr[14] & (mem_byteAccess ? LOAD_byte[7] : LOAD_halfword[15]);
   wire [31:0] LOAD_data =
         mem_byteAccess ? {{24{LOAD_sign}},     LOAD_byte} :
     mem_halfwordAccess ? {{16{LOAD_sign}}, LOAD_halfword} :
                          mem_rdata ;
   wire [15:0] LOAD_halfword =
	       loadstore_addr[1] ? mem_rdata[31:16] : mem_rdata[15:0];
   wire  [7:0] LOAD_byte =
	       loadstore_addr[0] ? LOAD_halfword[15:8] : LOAD_halfword[7:0];
   assign mem_wdata[ 7: 0] = rs2[7:0];
   assign mem_wdata[15: 8] = loadstore_addr[0] ? rs2[7:0]  : rs2[15: 8];
   assign mem_wdata[23:16] = loadstore_addr[1] ? rs2[7:0]  : rs2[23:16];
   assign mem_wdata[31:24] = loadstore_addr[0] ? rs2[7:0]  :
			     loadstore_addr[1] ? rs2[15:8] : rs2[31:24];
   wire [3:0] STORE_wmask =
	      mem_byteAccess      ?
	            (loadstore_addr[1] ?
		          (loadstore_addr[0] ? 4'b1000 : 4'b0100) :
		          (loadstore_addr[0] ? 4'b0010 : 4'b0001)
                    ) :
	      mem_halfwordAccess ?
	            (loadstore_addr[1] ? 4'b1100 : 4'b0011) :
              4'b1111;
   localparam FETCH_INSTR_bit     = 0;
   localparam WAIT_INSTR_bit      = 1;
   localparam EXECUTE_bit         = 2;
   localparam WAIT_ALU_OR_MEM_bit = 3;
   localparam NB_STATES           = 4;
   localparam FETCH_INSTR     = 1 << FETCH_INSTR_bit;
   localparam WAIT_INSTR      = 1 << WAIT_INSTR_bit;
   localparam EXECUTE         = 1 << EXECUTE_bit;
   localparam WAIT_ALU_OR_MEM = 1 << WAIT_ALU_OR_MEM_bit;
   (* onehot *)
   reg [NB_STATES-1:0] state;
   wire writeBack = ~(isBranch | isStore ) &
	            (state[EXECUTE_bit] | state[WAIT_ALU_OR_MEM_bit]);
   assign mem_rstrb = state[EXECUTE_bit] & isLoad | state[FETCH_INSTR_bit];
   assign mem_wmask = {4{state[EXECUTE_bit] & isStore}} & STORE_wmask;
   assign aluWr = state[EXECUTE_bit] & isALU;
   wire jumpToPCplusImm = isJAL | (isBranch & predicate);
   wire needToWait = isLoad | isStore | isALU & funct3IsShift;
   always @(posedge clk) begin
      if(!reset) begin
         state      <= WAIT_ALU_OR_MEM;  
         PC         <= RESET_ADDR[ADDR_WIDTH-1:0];
      end else
      (* parallel_case *)
      case(1'b1)
        state[WAIT_INSTR_bit]: begin
           if(!mem_rbusy) begin  
              rs1 <= registerFile[mem_rdata[19:15]];
              rs2 <= registerFile[mem_rdata[24:20]];
              instr <= mem_rdata[31:2];  
              state <= EXECUTE;          
           end
        end
        state[EXECUTE_bit]: begin
           PC <= isJALR          ? {aluPlus[ADDR_WIDTH-1:1],1'b0} :
                 jumpToPCplusImm ? PCplusImm :
                 PCplus4;
	   state <= needToWait ? WAIT_ALU_OR_MEM : FETCH_INSTR;
        end
        state[WAIT_ALU_OR_MEM_bit]: begin
           if(!aluBusy & !mem_rbusy & !mem_wbusy) state <= FETCH_INSTR;
        end
        default: begin  
          state <= WAIT_INSTR;
        end
      endcase
   end
   reg [31:0]  cycles;
   always @(posedge clk) cycles <= cycles + 1;
endmodule
==> ./run.sh <==
#!/bin/bash
# OpenROAD 26Q1-2900-gdf79404cd8, Yosys 0.63+post, stock flow scripts
make -C /OpenROAD-flow-scripts/flow DESIGN_CONFIG=/design/flow/config.mk WORK_HOME=/design/flow/orfs finish
==> ./config.mk <==
export PLATFORM = sky130hd
export DESIGN_NAME = FemtoRV32
export DESIGN_NICKNAME = FemtoRV32
export VERILOG_FILES = /design/flow/design.v
export SDC_FILE = /design/flow/constraint.sdc
export NUM_CORES = 4
export LEC_CHECK = 1
export CORE_UTILIZATION = 40
==> ./constraint.sdc <==
current_design FemtoRV32

set clk_period 22.4
set clk_io_pct 0.2

create_clock -name clk0 -period $clk_period [get_ports {clk}]

set non_clock_inputs [all_inputs -no_clocks]
set_input_delay [expr $clk_period * $clk_io_pct] -clock clk0 $non_clock_inputs
set_output_delay [expr $clk_period * $clk_io_pct] -clock clk0 [all_outputs]
==> qor.yml <==
run_status: "finished clean"
layout-drive-gt1-share: 0.279
finalSetupTns_ns: 0
die_w_um: 405
r2r_end: "PC[4]$_SDFFE_PN0P_"
maxSlewHeadroom: 0.346
setup_viol: 0
dp_hpwl_um: 147000
cts_tree: "done"
final_antenna_net_count: 0
synthToLayoutAreaGrowth_pct: 13.5
dieHeight_um: 405
grt_pass1_wl_um: 320000
critPathLaunch: "instr[5]$_DFFE_PP_"
cp.buffers_inverters: 2
numCtsBuffers: 134
cp.required_ns: 17.92
cts-root-buf: "clkbuf_16"
critical_path_class: "reg2out"
cp_slowest_cell: "edfxtp_1"
yosysCellCount: 4119
ys.flops: 1214
clockBufferDepth: 3
most_common_cell: "edfxtp_1"
crit_end: "mem_addr[23]"
vias_per_cell: 6.30
htreeDepth: 4
ys_types: 98
dr.pass1.iters: 8
postSynthCellCount: 4119
antenna_found_initial: 6
vias: 41300
postLayoutCoreUtil: 0.458
async_flop_share: 0
regToRegSetupSlack_ns: 14.87
die_area_sq_mm: 0.164
ios: 105
path_max_fanout: 14
syn-cell-area_sq_mm: 0.0648
clkTransAtPathRegs_ns: 0.06
grt_max_degree: 72
min_period_ns: 10.09
syn_avg_cell_area_sq_um: 15.7
critPathCaptureType: "output port"
initCoreUtil: 0.403
place_congestion: 1.01
ctsResizeCount: 0
maxCapViolCount: 0
port-buffer-count: 96
slew_violations: 0
whs_ns: 0.455
common_cells: "1155 x edfxtp_1, 641 x mux4_2, 248 x nand2_1, 195 x clkbuf_1, 189 x nor2_1"
warnings: 89
hold_violations: 0
drt_iter0_drc: 3390
edf_count: 1155
r2r_start: "instr[5]$_DFFE_PP_"
clock-sinks: 1214
area_leaders: "edfxtp_1 54%, mux4_2 22%, ha_1 2.8%"
ys_area_sq_mm: 0.0648
cpMostUsedCell: "o21ai_0"
wl_per_cell_um: 34.5
period_used_share: 0.450
track_usage: 0.304
leakagePower_nw: 24.6
irDropWorstVdd_uv: 65.9
critical_path.cell_chain: "mux2_2 > ha_1 > o21a_1 > a21oi_1 > o21ai_0 > a21o_1 > a41oi_1 > a21o_1 > o211a_1 > nor3_1 > buf_4 > a21oi_1 > o21ai_0 > o41ai_1 > o21ai_0 > clkdlybuf4s50_1"
max_stage_delay_ns: 0.75
ys.flop_type: "edfxtp_1"
grt_overflow: 0
cts_hold_buf: 0
grt_pass1_vias: 43400
arrival_ns: 5.61
hold_path_depth: 1
powerDensity_mw_per_mm2: 68.3
num_rows: 147
route.detailed.drc: 0
start_kind: "flop"
reg2reg_depth: 20
yosysSeqAreaShare: 0.553
tightest_slew_ns: 0.979
path_depth: 16
rsz0062_at_grt: "false"
core_area_sq_mm: 0.161
yosysWarnings: 1
fillers: 13800
top_area_frac: 0.535
hp-class: "reg2reg"
top_area_cell: "edfxtp_1"
max_freq_ghz: 0.0991
critical-path-top-delay-family: "AND-OR/OR-AND gates"
drt-total-wl_um: 226000
clock_skew_ns: 0.0679
postCtsSetupBuffers: 0
clock_latency_ns: 0.80
[stage by stage]
step	instances	worst slack [ns]	instance area [sq um]	power, W
finish	6550	12.31	73500	0.00502
global route	6547	12.13	73500	0.00517
CTS	6547	12.32	73500	0.00506
detailed placement	6303	13.18	69100	0.00286
global placement	6303	13.16	69100	0.00285
floorplan	4158	13.39	65000	0.00276
[metal layers]
layer	wire, um	track usage
met1	74600	0.375
met3	37100	0.206
met2	105000	0.444
met4	8990	0.0899
met5	175	0.00922
[kinds of logic (layout without fill, tap and decap cells)]
| kind of cell | after synthesis | count (layout) | synth area share |
|---|---|---|---|
| mux | 784 | 784 | 0.247 |
| fa+ha+maj | 148 | 148 | 0.0290 |
| buf+inv | 412 | 641 | 0.0259 |
| simple gates | 716 | 716 | 0.0522 |
| other cells | 1 | 43 | 0.0000578 |
| xor+xnor | 144 | 144 | 0.0195 |
| flops | 1214 | 1214 | 0.553 |
| compound gates | 700 | 700 | 0.0734 |
[final cells by class]
type,count,area (sq um),share of cell area
antenna,3,7.51,0.000102
clock buffer,163,3530,0.0479
clock inverter,81,885,0.0120
inverter,121,454,0.00618
multi-input combinational,2532,27800,0.378
sequential,1214,35900,0.488
tap,2160,2700,0.0367
timing repair buffer,276,2320,0.0316
[layout by cell type (no fill, tap or decap), types with 20 or more instances in the layout]
| master | Yosys | layout |
|---|---|---|
| nor2_1 | 189 | 155 |
| nand3_1 | 48 | 48 |
| nor3_1 | 42 | 40 |
| dfxtp_1 | 59 | 59 |
| mux2_2 | 99 | 99 |
| o21ai_0 | 144 | 134 |
| xnor2_1 | 104 | 104 |
| a221o_1 | 20 | 20 |
| buf_4 | 20 | 183 |
| o221ai_1 | 30 | 27 |
| a21o_1 | 56 | 56 |
| conb_1 | 1 | 40 |
| a21oi_1 | 144 | 144 |
| mux4_2 | 641 | 641 |
| o21a_1 | 20 | 20 |
| mux2i_1 | 44 | 44 |
| nand2b_1 | 21 | 21 |
| a31oi_1 | 55 | 55 |
| nor2b_1 | 29 | 27 |
| inv_1 | 113 | 113 |
| nand2_1 | 248 | 248 |
| and3_1 | 21 | 20 |
| clkdlybuf4s50_1 | 0 | 86 |
| edfxtp_1 | 1155 | 1155 |
| clkinv_2 | 0 | 25 |
| clkbuf_1 | 195 | 26 |
| xor2_1 | 40 | 40 |
| clkbuf_16 | 0 | 137 |
| ha_1 | 144 | 144 |
| nor2_4 | 0 | 32 |
| a22oi_1 | 28 | 28 |
| clkinv_1 | 4 | 29 |
[power breakdown]
part           switching [W]  internal (W)
sequential         0.0000143       0.00248
combinational       0.000161      0.000157
clock               0.000948       0.00126
[state kept, by name (all words and copies together), names as in the netlist]
| register | flops |
|---|---|
| PC | 23 |
| rs1 | 32 |
| rs2 | 32 |
| state | 4 |
| aluShamt | 5 |
| instr | 30 |
| aluReg | 32 |
| cycles | 32 |
| registerFile | 1024 |
[worst reg2reg max path, stage by stage, from the launching register on]
cell      delay [ns]
edfxtp_1        0.75
nor2b_1         0.33
and3_2          0.22
buf_4           0.51
mux2i_1         0.51
inv_1           0.13
ha_1            0.27
fa_1            0.49
nor2_1          0.20
o311a_1         0.42
o211a_1         0.32
o21ai_0         0.20
a211oi_1        0.54
nand4b_1        0.17
nor4_1          0.67
and3_1          0.51
nand4b_2        0.20
o211ai_4        0.12
buf_4           0.40
mux2i_1         0.14
a221o_1         0.32
[worst min-delay path by stage]
stage	to	from	slack, ns
after CTS	cycles[0]$_DFF_P_	cycles[0]$_DFF_P_	0.46
final	cycles[0]$_DFF_P_	cycles[0]$_DFF_P_	0.46
after global routing	cycles[0]$_DFF_P_	cycles[0]$_DFF_P_	0.48
Power is estimated from default activity; no workload was simulated.
